==> ./design.v <==
module regfile (
    input logic clk,
    input logic we3,
    input logic [4:0] ra1, ra2, wa3,
    input logic [31:0] wd3,
    output logic [31:0] rd1, rd2
);
    logic [31:0] rf [31:0];
    always_ff @( posedge clk ) begin
        if (we3) rf[wa3] <= wd3;
    end
    assign rd1 = (ra1 == 0) ? 32'b0 : rf[ra1];
    assign rd2 = (ra2 == 0) ? 32'b0 : rf[ra2];
endmodule
==> ./run.sh <==
#!/bin/bash
# OpenROAD 26Q1-2900-gdf79404cd8, Yosys 0.63+post, stock flow scripts
make -C /OpenROAD-flow-scripts/flow DESIGN_CONFIG=/design/flow/config.mk WORK_HOME=/design/flow/orfs finish
==> ./config.mk <==
export PLATFORM = sky130hd
export DESIGN_NAME = regfile
export DESIGN_NICKNAME = regfile
export VERILOG_FILES = /design/flow/design.v
export SDC_FILE = /design/flow/constraint.sdc
export NUM_CORES = 4
export LEC_CHECK = 1
export CORE_UTILIZATION = 30
==> ./constraint.sdc <==
current_design regfile

set clk_period 5.9
set clk_io_pct 0.2

create_clock -name clk0 -period $clk_period [get_ports {clk}]

set non_clock_inputs [all_inputs -no_clocks]
set_input_delay [expr $clk_period * $clk_io_pct] -clock clk0 $non_clock_inputs
set_output_delay [expr $clk_period * $clk_io_pct] -clock clk0 [all_outputs]
==> flow_summary.yaml <==
# generated from flow reports
status:
  status: "finished, final reports clean"
placement:
  placed_cells: 4533
  dp_hpwl_um: 92200
  io_buffers: 112
  preCtsSetupSlack_ns: 0.117
  place.gp.congestion: 0.927
final_layout:
  fin_util: 0.356
  layout_top_cell: "edfxtp_1"
  final_cell_count_no_fill: 4726
  top_regs: "rf (1024)"
  syn_to_final_growth_pct: 17.4
  drive_above_1_share: 0.304
  mostFrequentLayoutCells: "edfxtp_1, mux4_2, mux2i_1"
  max_flop_register: "rf"
  largest_reg_flops: 1024
setup_path:
  required_ns: 4.72
  cp-end-kind: "primary output"
  slowest_stage: "a211oi_1"
  cp_common_cell: "buf_4"
  path_cells: "buf_6 -> buf_12 -> buf_4 -> mux4_2 -> a22o_1 -> a211oi_1 -> nor3_1 -> buf_4 -> clkdlybuf4s50_1"
  crit_buf_inv: 5
  startpoint_type: "input port"
  max_stage_delay_ns: 0.65
  crit_arrival_ns: 4.34
  path_class: "input port to primary output"
  critPathTopFamily: "buffers and inverters"
  crit_fanout: 35
timing:
  setup_viol: 0
  setup-tns-final_ns: 0
  period_needed_ns: 5.52
  final_hold_viol_count: 0
  rsz0062_at_grt: "no"
  setup_slack_ns: 0.379
  slew_violations: 0
  slew_headroom: 0.381
  fin_crit_sh: 0.936
  whs_ns: 1.32
  max_freq_ghz: 0.181
  tightestPinTransition_ns: 0.927
logic_synthesis:
  synth.distinct_cells: 40
  postSynthSeqShare: 0.655
  syn_inst: 2400
  ys_area_um2: 47000
  ys_cells: 2400
  enable_flop_cells: 1024
  netlist_area_um2: 47000
  async_reset_ff_frac: 0
  yosys_warnings: 1
  synth_flops: 1024
  ys.flop_type: "edfxtp_1"
  avgSynthCellArea_um2: 19.6
job:
  maxCapViolCount: 0
  warnings: 26
grt:
  grtUsageTotal: 0.202
  grt_max_degree: 53
  antenna_found_initial: 12
  grt_pass1_wl_um: 210000
  grt.met2_usage: 0.299
  grt_pass1_vias: 29551
  grtUsageMet1: 0.212
  met3_usage: 0.176
  grt.overflow.total: 0
  top_usage_layer: "met2"
power_and_ir_drop:
  clkPwrFrac: 0.409
  switching_share: 0.225
  p_int_mw: 12.7
  combinationalPowerShare: 0.094
  ir_drop_uv: 227
  p_per_area_nw_per_um2: 296
  p_leak_nw: 17.5
  p_seq_frac: 0.497
  p_sw_mw: 3.68
route:
  drtIter0Drc: 1612
  wire_per_inst_um: 31.4
  wirelength_um: 148000
  via_per_inst: 5.64
  drc: 0
  dr.pass1.iters: 5
  ant_nets: 0
  num_vias: 26634
die:
  chipArea_um2: 158000
  rows: 144
  die_w_um: 398
  fp_util: 0.303
  core_um2: 155000
  die_y_um: 398
  io_pins: 113
clocking:
  htreeDepth: 3
  clock-sinks: 1024
  clk_pin_slew_worst_paths_ns: 0.06
  post_cts_buffers: 0
  cts_made_buffers: 106
  cts_tree: "yes"
  ctsResizeCount: 0
  hold_buffers: 0
  cts_root_buf: "clkbuf_16"
  clockBufferDepth: 3
worst_hold_path:
  hp-class: "input port to register"
## through the flow
step | area (um^2) | power (mW)
after global placement | 51700 | 9.81
final | 55100 | 16.3
after CTS | 55100 | 16.4
after global routing | 55100 | 16.8
after detailed placement | 51700 | 9.81
after floorplan | 47000 | 9.05
## Yosys cell counts, types with 4 or more instances
library cell | number | area (um^2)
mux4_2 | 425 | 9570
nor4_1 | 9 | 56.3
buf_2 | 58 | 290
buf_1 | 7 | 26.3
edfxtp_1 | 1024 | 30700
nor3_1 | 32 | 160
a211o_1 | 23 | 201
mux2_2 | 5 | 56.3
nand3_1 | 4 | 20.0
a21oi_1 | 46 | 230
nor2b_1 | 8 | 50.1
nand3b_1 | 7 | 52.6
inv_1 | 25 | 93.8
a221oi_1 | 23 | 201
mux2_1 | 19 | 214
o221ai_1 | 31 | 272
buf_6 | 12 | 135
a32o_1 | 9 | 90.1
nor2_1 | 35 | 131
o22ai_1 | 55 | 344
a22o_1 | 62 | 543
a2111oi_0 | 31 | 272
clkbuf_1 | 104 | 390
and2_1 | 13 | 81.3
buf_4 | 20 | 150
nand2_1 | 65 | 244
a211oi_1 | 47 | 353
mux2i_1 | 183 | 1830
## cells by family after synthesis
group,Yosys count,share of synthesized area
AND/OR/NAND/NOR,187,0.0194
multiplexers,632,0.249
flip-flops,1024,0.655
buffers and inverters,226,0.0231
AND-OR/OR-AND,331,0.0541
## power groups by stage
stage	clock, mW	combinational (mW)	sequential (mW)
CTS	6.76	1.53	8.13
finish	6.68	1.53	8.13
global route	7.01	1.63	8.14
## final cells by class
class / instances / area, um^2
fill: 14089 / 99700
sequential: 1024 / 30700
multi-input combinational: 1150 / 15400
timing repair buffer: 290 / 2820
clock buffer: 127 / 2770
tap: 2044 / 2560
clock inverter: 64 / 676
inverter: 25 / 98.8
antenna: 2 / 5.00
## worst paths after layout
kind | cells past startpoint | end | from
min | 2 | rf[7][4] | wd3[4]
max | 9 | rd2[7] | ra2[2]
## per-layer routing
layer  vias up  routed length (um)
met5         -                 817
met4        30                4340
met3       287               29000
met2      1974               68300
met1     13486               45900
li1      10857                   -
No activity file was given, so power comes from the tool's default toggle rates.
