[/design/flow/constraint.sdc]
current_design ALU

set clk_period 15.0
set clk_io_pct 0.2

create_clock -name clk0 -period $clk_period

set non_clock_inputs [all_inputs -no_clocks]
set_input_delay [expr $clk_period * $clk_io_pct] -clock clk0 $non_clock_inputs
set_output_delay [expr $clk_period * $clk_io_pct] -clock clk0 [all_outputs]
[/design/flow/run.sh]
#!/bin/bash
# OpenROAD 26Q1-2900-gdf79404cd8, Yosys 0.63+post, stock flow scripts
make -C /OpenROAD-flow-scripts/flow DESIGN_CONFIG=/design/flow/config.mk WORK_HOME=/design/flow/orfs finish
[/design/flow/design.v]
module ALU #(
    parameter width = 32
) (
    input logic [width-1:0] a, b,
    input logic [2:0] control,
    output logic [width-1:0] result,
    output logic z, n, c, v
);
    localparam X_INPUT = {width{1'bx}};
    logic [width-1:0] add_out, and_out, or_out, slt_out;
    mux8 #(.width(width)) final_mux (
        .in({
            X_INPUT, 
            X_INPUT, 
            slt_out, 
            X_INPUT, 
            or_out, 
            and_out, 
            add_out, 
            add_out
        }),
        .sel(control),
        .out(result)
    );
    logic [width-1:0] add_sub_b_input;
    logic add_sub_c_output;
    assign add_sub_b_input = control[0] ? ~b : b;
    adder #(.width(width)) add_sub (
        .a(a),
        .b(add_sub_b_input),
        .cin(control[0]),
        .sum(add_out),
        .cout(add_sub_c_output)
    );
    assign and_out = a & b;
    assign or_out = a | b;
    assign slt_out = {{width{1'b0}}, (v ^ add_out[width-1])};
    assign z = (result == 0);
    assign n = result[width-1];
    assign c = add_sub_c_output & (control == 3'b000 || control == 3'b001);
    logic cond1, cond2, cond3;
    assign cond1 = ~control[1];
    assign cond2 = a[width-1] ^ add_out[width-1];
    assign cond3 = ~(control[0] ^ a[width-1] ^ b[width-1]);
    assign v = cond1 & cond2 & cond3;
endmodule
module mux8 #(
    parameter width = 32
) (
    input logic [width*8-1:0] in,
    input logic [2:0] sel,
    output logic [width-1:0] out
);
    assign out = in[sel*width +: width];    
endmodule
module adder #(
    parameter width = 32
) (
    input logic [width-1:0] a, b,
    input logic cin,
    output logic [width-1:0] sum,
    output logic cout
);
    assign {cout, sum} = a + b + cin;
endmodule
[/design/flow/config.mk]
export PLATFORM = sky130hd
export DESIGN_NAME = ALU
export DESIGN_NICKNAME = ALU
export VERILOG_FILES = /design/flow/design.v
export SDC_FILE = /design/flow/constraint.sdc
export NUM_CORES = 4
export LEC_CHECK = 1
export CORE_UTILIZATION = 30
==> impl_metrics.toml <==
# flow metrics
[die]
coreArea_mm2 = 0.0102
core.rowCount = 37
chip_area_mm2 = 0.0109
ios = 103
fp_util_pct = 30.8
die_height_um = 104
die_w_um = 104

[timing]
hold_ws_ns = 6.98
setup_tns_ns = 0
rsz0062_at_grt = "no"
setup_viol = 0
maxSlewHeadroom_pct = 40.3
hold_viol_final = 0
finalCritPeriodShare_pct = 70.9
worst_slack_ns = 4.37
fmax_mhz = 94.1
drv_slew = 0
min_period_ns = 10.63
worstMarginPinSlew_ns = 0.888

[setup_path]
crit_path_start_kind = "input pin"
worstSetupPathType = "in -> out"
worstPathMaxFanout = 3
cp_data_required_time_ns = 12.00
cp.arrival_ns = 7.63
cp-end-kind = "output port"

[synthesis]
ys_cells = 483
ys_types = 65
top_area_share_pct = 12.7
postSynthSeqShare_pct = 0
synth_area_per_cell_um2 = 6.52
yosys-top-cells-area = "ha_1 (13%), xor2_1 (11%), o21ai_0 (7.6%), nand2_1 (6.8%), a21oi_1 (5.7%)"
yosysTopAreaCell = "ha_1"
syn-cell-area_mm2 = 0.00315
syn_inst = 483
ys_warn_count = 0
yosys_area_mm2 = 0.00315

[drt]
route.detailed.drc = 0
drt-pass1-iter-count = 4
avgViaCountPerCell = 5.52
wl_per_cell_um = 15.6
drt-initial-drc-count = 172
ant_nets = 0
n_antenna_cell = 0
wl_um = 10900
vias = 3853

[layout]
final_cells = 698
drive_gt1_share_pct = 3.74
num-fill-cells = 1063
flop_area_um2 = 0
area_growth_pct = 35.3
clkbuf_count = 0
ff_count = 0

[cts]
cts_setup_buffers = 0
cts_hold_buf = 0
post_cts_resized = 0

[grt]
grt_use_total_pct = 19.7
grt_max_degree = 53
grt.overflow.total = 0
grt_pass1_vias = 3525
grt_first_pass_wirelength_um = 17600
antenna_found_initial = 0

[placement]
dp_worst_setup_slack_ns = 4.36
dp.cells = 698
hpwl_um = 8690
port_buffers = 103
place_congestion = 0.920

[flow_run]
max_cap_violations = 0
warning_count = 33

[status]
run_status = "finished clean"

[min_path]
hold_class = "in -> out"

[pwr]
power_uw = 219
peakVddDrop_uv = 18.5
power.density_mw_per_mm2 = 51.3
leakagePower_uw = 0.00164
where the power goes:
group          switching (uW)  internal, uW
sequential                  0             0
combinational             115           104
clock                       0             0
total                     115           104
final cells by class:
class	instances	area (um2)	area share (%)
tap	136	170	3.99
multi-input combinational	438	2970	69.7
inverter	16	60.1	1.41
timing repair buffer	108	1060	24.9
cell families after synthesis:
family	synth area share (%)
AOI/OAI and AO/OA	37.8
xor gates and xnor gates	14.5
adders and majority gates	17.2
buffers and inverters	5.72
muxes	0.993
and+or+nand+nor	23.8
critical path, cell delays in order:
cell and delay, ns:
clkdlybuf4s50_1 0.52, mux2i_1 0.28, inv_1 0.09, fa_1 0.41
a21o_1 0.21, a311oi_1 0.48, o21ai_0 0.23, xnor2_1 0.19
a221oi_1 0.13, nor4_1 0.46, nand4b_1 0.19, a2111oi_0 0.47
nand4b_1 0.19, nor4b_2 0.28, clkdlybuf4s50_1 0.49
cells in the final DEF (no fill, tap or decap), types with 9 or more instances in the layout:
cell	synthesis	routed
a211oi_1	12	12
a21o_1	9	9
a21oi_1	36	36
a31oi_1	9	9
clkdlybuf4s50_1	0	102
ha_1	32	32
inv_1	15	15
maj3_1	12	12
nand2_1	57	57
nand3_1	16	16
nor2_1	45	45
nor3_1	10	10
o21ai_0	48	48
xnor2_1	12	12
xor2_1	40	40
per-layer routing:
layer	track usage, %	vias to the layer above	part of all wire, %
met2	33.4	127	46
met3	1.21	4	6.0
met4	1.02	0	0.45
met1	28.6	1739	48
li1	-	1983	-
met5	0	-	0
synthesized netlist by cell type (7+ instances only):
cell type / number
maj3_1: 12
a21o_1: 9
inv_1: 15
a311oi_1: 7
ha_1: 32
a221oi_1: 7
xnor2_1: 12
nand2_1: 57
a31oi_1: 9
clkbuf_1: 24
nor3_1: 10
a211oi_1: 12
xor2_1: 40
a21oi_1: 36
nor2_1: 45
o21ai_0: 48
nand3_1: 16
path summary, 6_finish.rpt:
kind / start / slack (ns) / cells past startpoint / endpoint
worst max-delay path: b[0] / 4.37 / 15 / z
worst min-delay path: control[0] / 6.98 / 4 / result[1]
stage by stage:
stage          instance area [um2]  utilization (%)
5_1_grt                       4260             41.7
6_report                      4260             41.7
3_5_place_dp                  4260             41.7
3_3_place_gp                  4260             41.7
2_1_floorplan                 3150                -
4_1_cts                       4260             41.7
Power is estimated from default activity; no workload was simulated.
